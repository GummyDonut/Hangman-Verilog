**design.v**
```verilog
module testdisplay (enter,display,clock);
	input[4:0]enter;
	input clock;
	output reg [6:0]display;
	always@(enter,clock)
	begin
		if (clock==1)
			begin
				case(enter)  
				0:display = 7'b1111110;
				1:display = 7'b0001000;
				2:display = 7'b1100000;
				3:display = 7'b0110001;
				4:display = 7'b1000010;
				5:display = 7'b0110000;
				6:display = 7'b0111000;
				7:display = 7'b0000100;
				8:display = 7'b1101000;  
				9:display = 7'b1001111;
				10:display = 7'b1000111;
				11:display = 7'b0101000;
				12:display = 7'b1110001;
				13:display = 7'b0101011;
				14:display = 7'b0001001;
				15:display = 7'b0000001;
				16:display = 7'b0011000;
				17:display = 7'b0001100;
				18:display = 7'b0111001;
				19:display = 7'b0100100;
				20:display = 7'b0010101;
				21:display = 7'b1000001;
				22:display = 7'b1010101;
				23:display = 7'b1000000;
				24:display = 7'b1001000;
				25:display = 7'b1000100;
				26:display = 7'b0010010;
				27:display = 7'b1111001;
				28:display = 7'b0010110;
				29:display = 7'b0000110;
				30:display = 7'b1001100;
				31:display = 7'b0110100;
				default: display = 7'bx;
				endcase
			end
		else
			display = 7'b1111110;
		end
endmodule
```
**run.sh**
```bash
#!/bin/bash
# OpenROAD 26Q1-2900-gdf79404cd8, Yosys 0.63+post, stock flow scripts
make -C /OpenROAD-flow-scripts/flow DESIGN_CONFIG=/design/flow/config.mk WORK_HOME=/design/flow/orfs finish
```
**config.mk**
```make
export PLATFORM = sky130hd
export DESIGN_NAME = testdisplay
export DESIGN_NICKNAME = testdisplay
export VERILOG_FILES = /design/flow/design.v
export SDC_FILE = /design/flow/constraint.sdc
export NUM_CORES = 4
export LEC_CHECK = 1
export CORE_AREA = 10 10 70 70
export DIE_AREA = 0 0 80 80
```
**constraint.sdc**
```tcl
current_design testdisplay

set clk_period 2.4
set clk_io_pct 0.2

create_clock -name clk0 -period $clk_period

set non_clock_inputs [all_inputs -no_clocks]
set_input_delay [expr $clk_period * $clk_io_pct] -clock clk0 $non_clock_inputs
set_output_delay [expr $clk_period * $clk_io_pct] -clock clk0 [all_outputs]
```
==> results.json <==
{
  "insertedDiodeCount": 0,
  "slew_headroom_pct": 78.2,
  "synth_stat.cells": 69,
  "cp_cell_sequence": "buf_2 -> buf_6 -> ha_2 -> mux2_4 -> mux4_2 -> nand2_1 -> clkdlybuf4s15_1",
  "area_delta_synth_final_pct": 85.0,
  "finalNonFillerCells": 149,
  "yosysWarnings": 1,
  "vias": 625,
  "fp_util_pct": 14.4,
  "register_area_um2": 0,
  "setup_viol_count_final": 0,
  "worstSetupStartpointType": "primary input",
  "dpl.cell_count": 144,
  "synthTopCellsByArea": "ha_1, mux4_2, nand2_1, a21oi_1, nor2_1",
  "die_x_um": 80,
  "cap_violations": 0,
  "place.gp.congestion": 0.816,
  "synth_seq_share_pct": 0,
  "combinationalPowerShare_pct": 100.0,
  "crit_buf_inv": 3,
  "tightest_slew_ns": 0.323,
  "p_sw_share_pct": 43.5,
  "p_total_uw": 158,
  "gr-total-overflow": 0,
  "grt_pass1_wl_mm": 2.80,
  "synth.logic.top_family": "AND-OR/OR-AND gates",
  "die_h_um": 80,
  "yosys_area_um2": 493,
  "peakVddDrop_uv": 75.0,
  "leakage_uw": 0.000407,
  "hold_class": "in2out",
  "post_synth_ao_oa_area_fraction_pct": 31.0,
  "core_um2": 3420,
  "first_pass_iters": 4,
  "seqPwrFrac_pct": 0,
  "final_layout_size_suffix_gt1_share_pct": 46.6,
  "crit_family": "multiplexers",
  "worstPathRequired_ns": 1.92,
  "port_buffers": 13,
  "grtUsageTotal_pct": 5.09,
  "synth-simple-area-share_pct": 19.5,
  "grt_max_degree": 10,
  "timing.final.crit_share_pct": 97.4,
  "syn_area_per_cell_um2": 7.14,
  "maxSlewViolCount": 0,
  "period_needed_ns": 2.34,
  "endpoint_kind": "output pin",
  "common_cells": "nand2_1, ha_1, nor2_1, a21oi_1, o21ai_0",
  "clock_buffers": 0,
  "place_hpwl_mm": 1.25,
  "slowest_delay_ns": 0.45,
  "power.switching_uw": 68.9,
  "finalWirelength_mm": 1.67,
  "ff_count": 0,
  "ys_sh_mux_pct": 18.5,
  "critPathKind": "in2out",
  "most_common_cell": "nand2_1",
  "grt_pass1_vias": 581,
  "crit_arrival_ns": 1.86,
  "ys_sh_adder_pct": 20.3,
  "io_pins": 13,
  "synth_area_leader_cell": "ha_1",
  "drc": 0,
  "routedWlPerCell_um": 11.2,
  "powerDensity_nw_per_um2": 174,
  "std_cell_rows": 21,
  "vias_per_cell": 4.19,
  "die_area_um2": 6400,
  "grt_setup_unrepaired": "false",
  "ys_types": 26,
  "antenna_found_initial": 0,
  "top_area_share_pct": 20.3,
  "p_int_uw": 89.5,
  "outcome": "finished clean",
  "warnings": 39,
  "slowest_stage": "mux4_2",
  "max_freq_mhz": 428,
  "pwr-share-clk_pct": 0,
  "synthXorXnorAreaFrac_pct": 0,
  "path_max_fanout": 4,
  "ant_nets": 0,
  "synth_area_um2": 493,
  "finalHoldViolCount": 0,
  "drt_iter0_markers": 40,
  "synthCells": 69
}
## stage by stage
stage          setup slack, ns  utilization (%)  hold slack (ns)  setup TNS [ns]  instance area (um^2)
2_1_floorplan            0.213                -            0.975               0                   493
3_3_place_gp            -0.697             23.7             2.04           -3.99                   808
3_5_place_dp            -0.689             23.7             2.03           -3.96                   808
4_1_cts                0.00374             26.4             1.69               0                   903
5_1_grt                 0.0156             26.7             1.49               0                   912
6_report                0.0614             26.7             1.42               0                   912
## worst paths after layout
path     start    endpoint  slack (ns)  cells after the start
max   enter[0]  display[3]        0.06                      7
min   enter[3]  display[1]        1.42                      5
## placed cells by master (no fill, tap or decap), drive strengths merged, types with 2 or more instances in the layout
| master | synthesis | routed |
|---|---|---|
| buf | 5 | 29 |
| nand2 | 9 | 9 |
| ha | 8 | 8 |
| nor2 | 7 | 7 |
| a21oi | 6 | 6 |
| dlygate4sd2 | 0 | 5 |
| o21ai | 5 | 5 |
| inv | 4 | 4 |
| nor3 | 3 | 3 |
| o211ai | 3 | 3 |
| a211oi | 3 | 3 |
| nand3b | 2 | 2 |
| mux2i | 2 | 2 |
| mux4 | 2 | 2 |
| clkbuf | 1 | 2 |
| dlymetal6s2s | 0 | 2 |
| o311ai | 2 | 2 |
| mux2 | 2 | 2 |
## final cells by class
cell class | count | area, um^2
tap | 46 | 57.6
fill | 367 | 2500
timing repair buffer | 40 | 335
inverter | 4 | 15.0
multi-input combinational | 59 | 504
## power groups by stage
stage	Sequential (uW)	Clock [uW]	Combinational [uW]
4_1_cts	0	0	155
5_1_grt	0	0	174
6_report	0	0	158
## cell families (layout without fill, tap and decap cells)
family,after synthesis,in the layout
adders and majority gates,8,8
AOI/OAI and AO/OA,23,23
and+or+nand+nor,22,22
muxes,6,6
buffers and inverters,10,44
## per-layer routing
layer | up-vias | GRT usage (%) | wire length, um
met5 | - | 0 | 0
met4 | 0 | 0 | 0
met3 | 0 | 1.25 | 107
met2 | 13 | 6.66 | 596
met1 | 285 | 8.36 | 967
li1 | 327 | - | -
## repair_timing
action	4_1_cts	5_1_grt
pin swaps	7	2
gates resized	36	9
hold buffers	0	0
endpoints found under the hold margin	0	0
setup buffers	4	0
setup endpoints to repair	7	4
gates cloned	1	0
## worst min-delay path, stage by stage
cell      delay (ns)
clkbuf_2        0.13
buf_6           0.13
a22oi_2         0.06
nand2_1         0.06
clkbuf_2        0.08
Power figures rest on the tool's default switching activity, not on a simulated workload.
