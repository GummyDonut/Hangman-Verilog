==> /design/flow/design.v <==
module hexdisp (enter,display,letter);
	input[4:0]enter;
	input letter;
	output reg [6:0]display;
	always@(enter)
		if (letter)
			begin 
			case(enter)  
			0:display = 7'b1111110; 
			1:display = 7'b0001000; 
			2:display = 7'b1100000; 
			3:display = 7'b0110001; 
			4:display = 7'b1000010; 
			5:display = 7'b0110000; 
			6:display = 7'b0111000; 
			7:display = 7'b0000100; 
			8:display = 7'b1101000; 
			9:display = 7'b1001111; 
			10:display = 7'b1000111; 
			11:display = 7'b0101000; 
			12:display = 7'b1110001; 
			13:display = 7'b0101011; 
			14:display = 7'b0001001; 
			15:display = 7'b0000001; 
			16:display = 7'b0011000; 
			17:display = 7'b0001100; 
			18:display = 7'b0111001; 
			19:display = 7'b0100100; 
			20:display = 7'b0010101; 
			21:display = 7'b1000001; 
			22:display = 7'b1010101; 
			23:display = 7'b1000000; 
			24:display = 7'b1001000; 
			25:display = 7'b1000100; 
			26:display = 7'b0010010; 
			27:display = 7'b1111001; 
			28:display = 7'b0010110; 
			29:display = 7'b0000110; 
			30:display = 7'b1001100; 
			31:display = 7'b0110100; 
			default: display = 7'bx;
			endcase
			end
		else
			display = 7'b1111110;
endmodule
==> /design/flow/run.sh <==
#!/bin/bash
# OpenROAD 26Q1-2900-gdf79404cd8, Yosys 0.63+post, stock flow scripts
make -C /OpenROAD-flow-scripts/flow DESIGN_CONFIG=/design/flow/config.mk WORK_HOME=/design/flow/orfs finish
==> /design/flow/config.mk <==
export PLATFORM = sky130hd
export DESIGN_NAME = hexdisp
export DESIGN_NICKNAME = hexdisp
export VERILOG_FILES = /design/flow/design.v
export SDC_FILE = /design/flow/constraint.sdc
export NUM_CORES = 4
export LEC_CHECK = 1
export CORE_AREA = 10 10 70 70
export DIE_AREA = 0 0 80 80
==> /design/flow/constraint.sdc <==
current_design hexdisp

set clk_period 1.8
set clk_io_pct 0.2

create_clock -name clk0 -period $clk_period

set non_clock_inputs [all_inputs -no_clocks]
set_input_delay [expr $clk_period * $clk_io_pct] -clock clk0 $non_clock_inputs
set_output_delay [expr $clk_period * $clk_io_pct] -clock clk0 [all_outputs]
==> results_dict.tcl <==
# implementation run metrics
set metrics [dict create \
    p_int_w 0.000147 \
    crit_path_end_kind "output port" \
    dieArea_mm2 0.00640 \
    place_area_um2 873 \
    ioPinCount 13 \
    max_freq_mhz 510 \
    grt_max_degree 9 \
    firstDrtPassIters 4 \
    seqCellArea_um2 0 \
    area_growth_pct 110 \
    required_ps 1440 \
    power_switching_share 0.412 \
    tool_warnings 42 \
    synth.most_common_cell "nand2_1" \
    place_congestion 0.896 \
    ys_warn_count 1 \
    drive_above_1_share 0.598 \
    die_x_um 80 \
    timing.setup.tns_ps -604 \
    viasPerCell 4.23 \
    final_util 0.304 \
    cp.arrival_ps 1600 \
    wirelength_um 1800 \
    slew_viol_final 0 \
    seq_cells 0 \
    cp_max_fo 7 \
    violations "negative setup slack" \
    hold_path_class "primary input to output port" \
    critPathKind "primary input to output port" \
    cp-start-kind "primary input" \
    num_vias 668 \
    drv_cap 0 \
    status "finished with violations" \
    powerDensity_mw_per_mm2 242 \
    slew_headroom 0.833 \
    final_hold_viol_count 0 \
    synth_cells 69 \
    synth_area_um2 493 \
    setup_viol 6 \
    core_mm2 0.00342 \
    p_comb_frac 1.000 \
    antenna_cells 0 \
    final_area_mm2 0.00104 \
    worst_pin_slew_ps 247 \
    rsz0062_at_grt "true" \
    clockPowerShare 0 \
    synth_cell_types 26 \
    drtIter0Drc 35 \
    ctsHoldBuffers 0 \
    power.static_leakage_nw 0.453 \
    postSynthSeqShare 0 \
    postLayoutSetupSlackWorst_ps -162 \
    power.total_w 0.000251 \
    grt-ovfl-total 0 \
    antenna_found_initial 0 \
    row_count 21 \
    top_cells_by_count "nand2_1 (9), ha_1 (8), nor2_1 (7)" \
    ys_cells 69 \
    min_period_ps 1960 \
    grt_pass1_wl_um 3080 \
    min_period_over_period 1.09 \
    track_usage 0.0561 \
    io_buffers 13 \
    detail-route-antenna-nets 0 \
    top_area_cell "ha_1" \
    drc 0 \
    wire_per_inst_um 11.4 \
    top_area_frac 0.203 \
    yosysChipArea_um2 493 \
    fp_util 0.144 \
    switchingPower_w 0.000103 \
    grt_pass1_vias 654 \
    nClkBuffers 0 \
    yosys-top-cells-area "ha_1 (20%), mux4_2 (9.1%), nand2_1 (6.9%)" \
    dp_hpwl_um 1360 \
    ir_drop_mv 0.0951 \
    die_y_um 80 \
    syn_avg_cell_area_um2 7.14 \
    seqPwrFrac 0 \
]
power groups by stage:
stage     logic (W)  registers (W)  clock network [W]
4_1_cts    0.000242              0                  0
6_report   0.000251              0                  0
5_1_grt    0.000276              0                  0
cell type report:
type                            instances  area, µm²
Timing Repair Buffer                   49        413
Multi-Input combinational cell         59        534
Fill cell                             352       2380
Tap cell                               46       57.6
Inverter                                4       32.5
metrics by stage:
| step | setup WS [ps] | instances | hold WS, ps |
|---|---|---|---|
| 6_report | -162 | 158 | 1290 |
| 3_5_place_dp | -1090 | 147 | 1740 |
| 3_3_place_gp | -1090 | 147 | 1730 |
| 5_1_grt | -219 | 158 | 1350 |
| 2_1_floorplan | -2.76 | 69 | 735 |
| 4_1_cts | -277 | 157 | 1360 |
final timing paths:
check	start	end	cells after the start
setup / recovery	enter[1]	display[3]	7
hold / removal	enter[0]	display[1]	7
worst max-delay path, stage by stage:
cell and delay [ps]:
buf_12 100, inv_12 40, ha_4 250, mux2_4 260, mux4_2 440, nand2_1 70, buf_2 80
layout by cell type (no fill, tap or decap), drive strengths merged:
cell type	n
nor2b	1
a22o	1
a22oi	1
clkbuf	1
a211oi	3
mux2i	2
a21oi	6
inv	4
nand2	9
ha	8
nor3	3
o31ai	1
o221a	1
clkdlybuf4s50	1
mux4	2
dlygate4sd2	3
o21ai	5
nor2	7
nand3b	2
buf	44
o311ai	2
o211ai	3
mux2	2
timing repair:
item	4_1_cts	5_1_grt
buffers inserted	9	2
gates cloned	1	0
setup endpoints to repair	7	7
pin swaps	11	5
resized	60	9
cells by family (layout without fill, tap and decap cells):
| group | count (synthesis) | after routing | synth area share |
|---|---|---|---|
| AOI/OAI and AO/OA | 23 | 23 | 0.310 |
| and+or+nand+nor | 22 | 22 | 0.195 |
| buffers and inverters | 10 | 53 | 0.107 |
| adders and majority gates | 8 | 8 | 0.203 |
| muxes | 6 | 6 | 0.185 |
metal layers:
layer | up-vias | global-route usage | wire length [µm]
met4 | 0 | 0 | 0
met5 | - | 0 | 0
met2 | 11 | 0.0931 | 847
li1 | 344 | - | -
met3 | 0 | 0.00795 | 81
met1 | 313 | 0.0792 | 870
No activity file was given, so power comes from the tool's default toggle rates.
