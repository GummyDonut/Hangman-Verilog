--- /design/flow/run.sh ---
#!/bin/bash
# OpenROAD 26Q1-2900-gdf79404cd8, Yosys 0.63+post, stock flow scripts
make -C /OpenROAD-flow-scripts/flow DESIGN_CONFIG=/design/flow/config.mk WORK_HOME=/design/flow/orfs finish
--- /design/flow/config.mk ---
export PLATFORM = sky130hd
export DESIGN_NAME = statemachineforpigs
export DESIGN_NICKNAME = statemachineforpigs
export VERILOG_FILES = /design/flow/design.v
export SDC_FILE = /design/flow/constraint.sdc
export NUM_CORES = 4
export LEC_CHECK = 1
export CORE_UTILIZATION = 50
--- /design/flow/constraint.sdc ---
current_design statemachineforpigs

set clk_period 9.7
set clk_io_pct 0.2

create_clock -name clk0 -period $clk_period [get_ports {clock}]

set non_clock_inputs [all_inputs -no_clocks]
set_input_delay [expr $clk_period * $clk_io_pct] -clock clk0 $non_clock_inputs
set_output_delay [expr $clk_period * $clk_io_pct] -clock clk0 [all_outputs]
--- /design/flow/design.v ---
module statemachineforpigs(Q, confirm, Resetn, clock,T,a,b,c,d,e,f,slotA,slotB,slotC,slotD,slotE,slotF,W);
	input confirm, clock, Resetn;
	input [4:0]Q;
	output reg T = 0;
	output reg [4:0] slotA;
	output reg [4:0] slotB;
	output reg [4:0] slotC;
	output reg [4:0] slotD;
	output reg [4:0] slotE;
	output reg [4:0] slotF;
	reg [4:1] y;
	output reg a,b,c,d,e,f;
	output integer W = 0;
	reg c1=0,c2=0,c3=0,c4=0,c5=0,c6=0;
	parameter A= 4'b0000, B = 4'b0001, C=4'b0010, D=4'b0011, E= 4'b0100, F= 4'b0101, G=4'b0110, H=4'b0111, Z=4'b1100, LO=4'b1101, WI=4'b1110;
	always@(negedge Resetn, posedge clock)
	if (Resetn==0) 
		begin
			W=0;
			c1=0;c2=0;c3=0;c4=0;c5=0;c6=0;
			y<=A;
			slotA = 5'b00000; slotB = 5'b00000; slotC = 5'b00000; slotD = 5'b00000; slotE = 5'b00000; slotF = 5'b00000;
		end
		else
			case(y)
					A: if(confirm)
						begin
							a=1;b=1;c=1;d=1;e=1;f=1;
							y <= B;
							slotA <= Q;
						end
						else y <= A;
					B: if(confirm)
						begin
							y <= C;
							slotB <= Q;
						end
						else y <= B;
					C:	if(confirm)
						begin
							y <= D;
							slotC <= Q;
						end
						else y <= C;
					D: if(confirm)
						begin
							y <= E;
							slotD <= Q;
						end
						else y <= D;
					E: if(confirm)
						begin
							y <= F;
							slotE <= Q;
						end
						else y <= E;
					F:	if(confirm)
						begin
							slotF <= Q;
							y<=Z;
						end
						else y <= F;
					Z: if(confirm)
						begin
							y<=G;
							a=0;b=0;c=0;d=0;e=0;f=0;
						end
					G: if(confirm)
						begin
							if(Q==slotA) a=1;
								else c1=1;
							if(Q==slotB) b=1;
								else c2=1;
							if(Q==slotC) c=1;
								else c3=1;
							if(Q==slotD) d=1;
								else c4=1;
							if(Q==slotE) e=1;
								else c5=1;
							if(Q==slotF) f=1;
								else c6=1;
							if (W==6) begin
							y<=LO; end
							else if (c1==1&c2==1&c3==1&c4==1&c5==1&c6==1) begin c1=0;c2=0;c3=0;c4=0;c5=0;c6=0; W=W+1; y<=G; end
							else if (a==1&b==1&c==1&d==1&e==1&f==1) y<=WI;
							else begin c1=0;c2=0;c3=0;c4=0;c5=0;c6=0; y<=G; end
						end
						else y<=G;
					WI: begin
						y<= WI;
						slotC=5'b10111;
						slotD=5'b01001;
						slotE=5'b01110;
						slotA=5'b00000;
						slotB=5'b00000;
						slotF=5'b00000;
						end
					LO: begin y<= LO; a=1;b=1;c=1;d=1;e=1;f=1;
						slotC=5'b01100;
						slotD=5'b01111;
						slotE=5'b10011;
						slotF=5'b00101;
						slotA=5'b00000;
						slotB=5'b00000; 
						end
					default: y <=4'bxxxx;
				endcase
endmodule
==> notes.org <==
* Flow results

** Worst setup path
- The endpoint identified for the worst register-to-register timing path is W[5]$_DFFE_PN0P_.
- Crit. End Element :: register
- Buffering stage count on the worst path with inverters included :: 1
- Looking at the reg2reg group, the worst path starts from W[0]$_DFFE_PN0P_.
- For this run, the slowest stage of the critical path takes 0.77 ns.
- Data arrival time of the worst path :: 4.87 ns
- The worst setup path is launched from a primary input.
- The OpenROAD report gives the critical path a required time of 9.96 ns.
- The timing report shows that the slowest cell on the worst path is clkdlybuf4s50_1.
- Traced cell by cell, the critical path runs through clkdlybuf4s50_1 > xor2_1 > nor3_1 > nand3_1 > a2111oi_0 > nand2_1 > o21ai_0 > nor2b_1.
- Grouping stages by cell kind, the critical path spends the most delay in AND-OR/OR-AND gates.
- Reg2reg path depth :: 9
- The worst setup path is of the in -> reg kind.
- Reg-to-reg setup timing slack :: 7.06 ns
- Largest fanout on the critical path :: 12

** Synthesis
- In this run the mean area of a mapped cell was 10.3 sq um.
- Netlist Area Pre-Place :: 4290 sq um
- Number of distinct library cells after synthesis :: 51
- For this run, the number of Yosys warnings is 1.
- Flops after synth :: 84
- According to the Yosys statistics, the synthesized design has a chip area of 4290 sq um.
- In the Yosys report, the sequential cells make up 49.7% of the chip area.
- For this design, Yosys synthesis ends with a cell count of 415.
- Synthesis produced a netlist whose cell count is 415.

** Detailed routing
- According to the report, the first pass of detailed routing completed in 4 iterations.
- Per the log, the first TritonRoute iteration ended with a DRC count of 127.
- DRC violations left :: 0
- The detailed router reported a total wirelength of 9.99 mm.
- Count of vias placed by the detailed router :: 3,369
- Routed via count divided by cell count :: 5.64
- After detailed routing, the average wire length per cell comes to 16.7 um.
- ANT nets after route :: 0
- Antenna cell count :: 0

** Final layout
- Per the layout report, the design carries 666 filler cells.
- The layout summary lists the proportion of cells stronger than drive strength 1 as 7.52%.
- In this run the layout overhead on the synthesized area is reported as 23.5%.
- Area of all sequential standard cells :: 2130 sq um
- In the final layout, the multi-input gates occupy 2020 sq um.
- Final instance area :: 5300 sq um

** Final timing
- After routing, the total negative slack on setup checks comes to 0 ns.
- Slew margin rel. :: 42.3%
- The worst path needs 4.61 ns of the cycle, external delays included.
- For reference, the final report shows the max-slew violation count at 0.
- RSZ-0062 raised after global routing :: no
- The clock arrives with 0.0110 ns of skew.
- Setup violations remaining at the end of the flow were counted as 0.
- Of the available clock period, the critical path in the final layout requires 47.5%.
- Derived from the worst setup path, the maximum achievable clock frequency is 217 MHz.
- Looking at the max-slew report, the worst-margin pin has a slew of 0.858 ns.
- Hold violation count in the final report :: 0

** Clocking
- In this run, post-CTS repair resized a total of 0 instances.
- For the worst-skew pair, the clock arrives at the later sink with an insertion delay of 0.35 ns.
- The post-CTS hold buffer count recorded in the log is 0.
- No sink is reached through more buffers than the 2 on the longest clock path.
- In this run, CTS created clock tree buffers numbering 9.
- Root Buffer Master :: clkbuf_8
- Postcts setup bufs :: 0
- CTS built an H-tree with a depth of 3.
- TritonCTS built the clock tree.
- Clock Sink Count :: 84
- Clock-pin slew reported for the worst setup and hold paths after clock tree synthesis :: 0.08 ns

** Hold path
- Beginning of the worst hold path :: W[31]$_DFFE_PN0P_
- STA reports the tightest min-delay check as being of type reg -> reg.
- Worst hold path cell count :: 1
- The worst hold path terminates at W[31]$_DFFE_PN0P_.

** Status
- The run finished with clean final reports.

** Job
- Max-cap violations in this run came to 0.
- Warning total across the stage logs :: 27

** Placement
- During placement, the flow inserted port buffers numbering 75.
- Hpwl dp :: 6.92 mm
- Per the gpl log, the routability congestion estimate is 0.859.
- Per the detailed placement report, the placed cell area equals 5100 sq um.

** Power and ir drop
- Total power normalized to cell area comes to 177 nW/um^2.
- Static Leak :: 2.36 nW
- The highest supply drop recorded on VDD is 0.000131 V.
- The design draws 935 uW.

** Die
- The core region is 8260 sq um.
- Pre-Place Util :: 51.9%
- Count of standard-cell rows :: 33
- Total die area :: 8950 sq um
- Die height :: 94.6 um
- Horiz. Die Dim :: 94.6 um
- Number of top-level pins :: 77

** Global routing
- Vias in the first global route :: 3,239
- Aggregate global-route resource usage :: 25.0%
- The first global-routing pass estimated 16.7 mm of wire.
- Residual overflow from global routing :: 0
- Initial antenna violation count :: 0
- Pin count of the biggest net entering global routing :: 47
## layout make-up
type | count | share of cell area (%)
Clock inverter | 4 | 0.922
Sequential cell | 84 | 40.3
Clock buffer | 12 | 2.74
Multi-Input combinational cell | 301 | 38.2
Tap cell | 105 | 2.48
Inverter | 14 | 0.992
Timing Repair Buffer | 77 | 14.4
## registers in the layout, indices dropped and copies added, names as in the netlist, 4 cells and up, named ones only
name   cells
slotE      5
slotD      5
slotC      5
slotB      5
y          4
slotF      5
slotA      5
W         32
## worst register-to-register path, delay by kind of cell, from the launching register on
kind            cells  cell delay, ns
simple gates        5            1.64
flops               1            0.38
fa+ha+maj           1            0.20
compound gates      1            0.13
xor+xnor            1            0.13
buf+inv             1            0.11
## worst max path at each step
stage	start	end	slack, ns	cells after the start
CTS	Q[3]	c3$_DFFE_PN0P_	5.16	8
finish	Q[0]	c3$_DFFE_PN0P_	5.09	8
global route	Q[3]	c5$_DFFE_PN0P_	4.78	8
## power by group
part,switching [mW],total (mW),internal [mW]
clock network,0.119,0.245,0.126
logic,0.0965,0.230,0.133
registers,0.0591,0.460,0.401
total,0.275,0.935,0.660
## Yosys cell counts, drive strengths merged
cell type	n	area, sq um
and2	7	45.1
a41oi	2	17.5
o22ai	3	18.8
ha	2	25.0
a2111oi	1	8.76
and4	1	8.76
or3	3	18.8
nor4bb	1	10.0
buf	7	48.8
or4	1	11.3
xnor2	16	140
nor2	20	82.6
nor4	11	93.8
o21bai	1	7.51
a21o	2	15.0
conb	1	3.75
edfxtp	6	180
xor2	45	394
a32o	10	100
a41o	1	10.0
dfstp	1	26.3
a2bb2oi	4	35.0
and3	13	83.8
nand3	16	85.1
nand2	29	109
o32ai	1	8.76
mux2	1	11.3
nor3	18	115
a31oi	3	18.8
a21oi	31	155
clkbuf	9	33.8
nor2b	12	75.1
o21ai	18	90.1
or2	2	12.5
nand2b	4	25.0
inv	14	52.6
nand4	8	65.1
a21boi	1	7.51
o22a	2	17.5
o211ai	2	15.0
dfrtp	77	1930
mux2i	8	80.1
## kinds of logic after synthesis
family	count (synthesis)	share of synthesized area, %
buffers and inverters	30	3.15
adders and majority gates	2	0.583
DFF	84	49.7
AOI/OAI and AO/OA	82	12.3
xor gates and xnor gates	61	12.5
muxes	9	2.13
other	1	0.0874
and+or+nand+nor	146	19.6
## layer usage
layer  GRT usage [%]  vias up  wire length, um
li1                -     1620                -
met3            4.25        9              468
met4            2.90        0              104
met1            44.4     1651             4970
met5               0        -                0
met2            34.6       89             4440
## placed cells by master, fill, tap and decap left out, types with 2 or more instances in the layout
cell and count:
nor2_1 19, nand3_1 15, o22ai_1 3, nand2_1 29, a21oi_1 31, clkbuf_8 10, a41oi_1 2, nor3_2 5
or2_2 2, edfxtp_1 6, a32o_1 10, and3_1 11, or3_1 3, clkinv_2 2, nor3_1 13, clkbuf_1 2
inv_1 14, o211ai_1 2, buf_4 3, dfrtp_1 77, nand4_1 7, xnor2_1 16, and2_1 6, xor2_1 45
and3_2 2, o22a_1 2, a21o_1 2, a2bb2oi_1 4, nor4_1 7, mux2i_1 8, clkdlybuf4s50_1 74, a31oi_1 3
o21ai_0 18, ha_1 2, nor2b_1 12, nand2b_1 4, nor4_2 4
## per-stage QoR
stage          hold WS (ns)  worst slack, ns  cells  util, %
5_1_grt               0.536             4.78    597     64.1
6_report              0.506             5.09    597     64.1
4_1_cts               0.507             5.16    597     64.1
3_3_place_gp          0.489             4.80    581     61.8
2_1_floorplan         0.443             6.02    415        -
3_5_place_dp          0.496             4.84    581     61.8
No activity file was given, so power comes from the tool's default toggle rates.
